==> ./design.v <==
module delay
# (
    parameter                           w_delay   = 32,
                                        max_delay = 1
)
(
    input                               clk,
    input                               bclk,
    input                               lrclk,
    input [$clog2(max_delay + 1) - 1:0] delay,
    input                               in,
    output logic                        out
);
    logic [$clog2(max_delay + 1) - 1:0] delay_buf;
    logic   [w_delay * max_delay - 1:0] delay_reg;
    logic                               lrclk_prev;
    logic                               bclk_prev;
    logic                               out_reg;
    logic                         [1:0] start;
    assign out = delay_buf ? delay_buf > max_delay ? 1'b0 : out_reg : in;
    always_ff @(posedge clk) begin
        bclk_prev <= bclk;
        if (bclk_prev && !bclk) begin       
            lrclk_prev <= lrclk;
            out_reg <= delay_reg[w_delay * delay_buf - 1];
            if (lrclk_prev ^ lrclk)         
                start <= 2'b1;
            else if (start == 2'b1)
                start <= start + 1'b1;      
            else
                start <= 2'b0;
        end
        else if (!bclk_prev && bclk) begin  
            delay_reg <= {delay_reg[w_delay * max_delay - 2:0], in};
            if (start == 2'd2)              
                delay_buf <= delay;
        end
    end
endmodule
module mds
# (
    parameter          shift = 5,
                       delay = 8
)
(
    input              clk,
    input              bclk,
    input              lrclk,
    input              in,
    input              line,
    output logic       out
);
    wire a, b;
    shift
    # (
        .max_shift   ( shift    )
    )
    i_shift
    (
        .clk         ( clk      ),
        .bclk        ( bclk     ),
        .lrclk       ( lrclk    ),
        .shift       ( shift    ),
        .in          ( in       ),
        .out         ( a        )
    );
    sum
    # (
        .w_sum       ( shift + 5'd24 )
    )
    i_sum
    (
        .clk         ( clk      ),
        .bclk        ( bclk     ),
        .lrclk       ( lrclk    ),
        .in_a        ( a        ),
        .in_b        ( line     ),
        .minus_a     ( 1'b0     ),
        .minus_b     ( 1'b0     ),
        .out         ( b        ),
        .out_p       (          )
    );
    delay
    # (
        .max_delay   ( delay    )
    )
    i_delay
    (
        .clk         ( clk      ),
        .bclk        ( bclk     ),
        .lrclk       ( lrclk    ),
        .delay       ( delay    ),
        .in          ( b        ),
        .out         ( out      )
    );
endmodule
module shift
# (
    parameter                           max_shift = 7
)
(
    input                               clk,
    input                               bclk,
    input                               lrclk,
    input [$clog2(max_shift + 1) - 1:0] shift,
    input                               in,
    output logic                        out
);
    logic [$clog2(max_shift + 1) - 1:0] shift_buf;
    logic             [max_shift - 1:0] shift_reg;
    logic                               lrclk_prev;
    logic                               bclk_prev;
    logic                               out_reg;
    logic                         [1:0] start;
    assign out = (shift_buf > max_shift) ? 1'b0 :
                          (start == 2'd2 ? in : (shift_buf ? out_reg : in));
    always_ff @(posedge clk) begin
        bclk_prev <= bclk;
        if (bclk_prev && !bclk) begin          
            lrclk_prev <= lrclk;
            out_reg    <= shift_reg[shift_buf - 1];
            if (lrclk_prev ^ lrclk)            
                start  <= 2'b1;
            else if (start == 2'b1)
                start  <= start + 1'b1;        
            else
                start  <= 2'b0;
        end
        else if (!bclk_prev && bclk) begin     
            if (start == 2'd2) begin           
                shift_buf <= shift;
                shift_reg <= {max_shift{in}};  
            end
            else
                shift_reg <= {shift_reg[max_shift - 2:0], in};
        end
    end
endmodule
module sum
# (
    parameter                    w_sum = 32
)
(
    input                        clk,
    input                        bclk,
    input                        lrclk,
    input                        in_a,          
    input                        in_b,          
    input                        minus_a,       
    input                        minus_b,       
    output logic                 out,           
    output logic   [w_sum - 1:0] out_p          
);
    logic                        a;
    logic                        b;
    logic          [w_sum - 1:0] sum;           
    logic          [w_sum - 2:0] carry;         
    logic          [w_sum - 2:0] carry_ready;   
    logic  [$clog2(w_sum + 1):0] counter;
    logic                        lrclk_prev;
    logic                        bclk_prev;
    logic                        minus;
    assign a     = in_a ^ minus_a;
    assign b     = in_b ^ minus_b;
    assign minus = minus_a | minus_b;           
    always_ff @(posedge clk) begin
        bclk_prev <= bclk;
        if (bclk_prev && !bclk) begin           
            counter <= counter + 1'b1;
            if (counter < w_sum)
                out <= sum[w_sum - 1] ^ ((counter == w_sum - 1) ? minus : carry[w_sum - 2]);
            else if (counter == w_sum)
                out <= 1'b0;
            if (!counter) begin
                out_p <= sum ^ {carry[w_sum - 2:0], minus};
                carry_ready <= '0;
            end
        end
        else if (!bclk_prev && bclk) begin      
            lrclk_prev <= lrclk;
            if (lrclk_prev ^ lrclk)             
                counter <= '0;
            if (counter && (counter <= w_sum)) begin
                sum <= {sum[w_sum - 2:0], a ^ b};
                if (counter == w_sum)
                    carry <= {carry[w_sum - 3:0] | (carry_ready[w_sum - 3:0] & {w_sum - 2{minus}}), minus};
                else begin
                    carry_ready <= {carry_ready[w_sum - 3:0] & {w_sum - 2{a ^ b}}, a ^ b};
                    carry <= {carry[w_sum - 3:0] | (carry_ready[w_sum - 3:0] & {w_sum - 2{a & b}}), a & b};
                end
            end
        end
    end
endmodule
==> ./run.sh <==
#!/bin/bash
# OpenROAD 26Q1-2900-gdf79404cd8, Yosys 0.63+post, stock flow scripts
make -C /OpenROAD-flow-scripts/flow DESIGN_CONFIG=/design/flow/config.mk WORK_HOME=/design/flow/orfs finish
==> ./config.mk <==
export PLATFORM = sky130hd
export DESIGN_NAME = mds
export DESIGN_NICKNAME = mds
export VERILOG_FILES = /design/flow/design.v
export SDC_FILE = /design/flow/constraint.sdc
export NUM_CORES = 4
export LEC_CHECK = 1
export CORE_UTILIZATION = 50
==> ./constraint.sdc <==
current_design mds

set clk_period 27.6
set clk_io_pct 0.2

create_clock -name clk0 -period $clk_period [get_ports {clk}]

set non_clock_inputs [all_inputs -no_clocks]
set_input_delay [expr $clk_period * $clk_io_pct] -clock clk0 $non_clock_inputs
set_output_delay [expr $clk_period * $clk_io_pct] -clock clk0 [all_outputs]
==> impl_metrics.yaml <==
# physical design summary
run_status:
  status: "finished, final reports clean"
setup_path:
  critPathTopFamily: "buffers and inverters"
  path_class: "primary input to flop"
  reg2reg_from: "i_delay.bclk_prev$_DFF_P_"
  worstPathMaxFanout: 68
  endpoint_kind: "flop"
  crit_required_ns: 27.72
  path_cells: "clkdlybuf4s50_1 > ha_4 > buf_4 > buf_4"
  path_buffers: 3
  critPathLaunchType: "primary input"
  cpMostUsedCell: "buf_4"
  setup.worst_path.start: "bclk"
  slowest_delay_ns: 0.75
  cp_slowest_cell: "buf_4"
  arrival_ns: 8.30
timing:
  fmax_ghz: 0.122
  worst_pin_slew_ns: 0.810
  fin_worst_skew_ns: 0.0206
  hold_viol: 0
  relSlewSlack: 0.460
  setup_tns_ns: 0
  finalCritPeriodShare: 0.296
  hold_slack_ns: 0.403
  rsz0062_at_grt: "no"
  slew_viol_final: 0
  setup_viol: 0
  period_minus_slack_ns: 8.18
job:
  warnings: 30
  max_cap_violations: 0
drt:
  vias: 4248
  post_drt_wl_per_cell_um: 15.7
  drt-total-wl_um: 13200
  antenna_cells: 0
  postRouteAntennaNets: 0
  drt_iter0_drc: 340
  drtPass1Iterations: 4
  via_per_inst: 5.08
  drcViolationCount: 0
clock_tree:
  cts_resized: 0
  clk_latency_ns: 0.51
  htree_levels: 2
  numCtsBuffers: 36
  cts.path.max_buffers: 3
  cts_tree: "done"
  cts-hold-fix-buffers: 0
  clock_sink_count: 359
  post-cts-setup-buffers: 0
  clkSlewWorstSetupHoldPaths_ns: 0.06
  cts_root_buf: "clkbuf_16"
synth:
  ys_ff: 359
  synthCells: 484
  yosysTopAreaCell: "edfxtp_1"
  ys_top_cells_by_area: "edfxtp_1, a21o_1, and2_1"
  synth_area_um2: 11600
  yosysWarnings: 5
  ys_types: 28
  yosysChipArea_um2: 11600
  postSynthAreaPerCell_um2: 24.0
  ys_seq_frac: 0.927
  yosysCellCount: 484
  yosysTopAreaCellShare: 0.925
finish:
  fin_cells: 837
  drive_gt1_frac: 0.111
  logic_area_um2: 783
  area_growth_pct: 13.8
  largest_register_ffs: 256
  seqCellArea_um2: 10800
  nFillCells: 1561
placement:
  gp_congestion: 0.753
  io_buffers: 5
  post-dp-hpwl_um: 5480
  placed_cells: 775
global_route:
  grt_use_met2: 0.144
  use_met1: 0.267
  grt_pass1_wl_um: 21900
  antenna_found_initial: 0
  grt-ovfl-total: 0
  track_usage: 0.131
  grt_util_met3: 0.0702
  grt_pass1_vias: 4327
  grt.busiest_layer: "met1"
  grt_max_degree: 71
floorplan:
  core_um2: 22700
  ioPinCount: 6
  dieWidth_um: 154
  rows: 55
  die_area_um2: 23800
  die_h_um: 154
  initCoreUtil: 0.512
worst_hold_path:
  holdCritPathClass: "flop to flop"
  hold_start: "i_delay.delay_reg[157]$_DFFE_PP_"
power:
  power_leakage_nw: 3.80
  total_power_mw: 1.11
  max-vdd-ir-drop_mv: 0.0442
  powerDensity_nw_per_um2: 84.1
synthesized netlist by cell type:
cell / n
edfxtp_1: 358
and2_1: 31
a21o_1: 28
inv_1: 11
ha_1: 9
o21ai_0: 6
nor2_1: 5
nand2_1: 4
clkbuf_1: 3
xor2_1: 3
a21boi_0: 2
a21oi_1: 2
and3_1: 2
buf_6: 2
nand2b_1: 2
nand3_1: 2
nor2b_1: 2
xnor2_1: 2
a211o_1: 1
a211oi_1: 1
buf_8: 1
dfxtp_1: 1
nand2_2: 1
nor3b_1: 1
nor4_1: 1
nor4b_1: 1
o31a_1: 1
or3_1: 1
final timing paths:
| check | endpoint | slack, ns | depth (start not counted) |
|---|---|---|---|
| setup / recovery | i_delay.delay_reg[106]$_DFFE_PP_ | 19.42 | 4 |
| hold / removal | i_delay.delay_reg[158]$_DFFE_PP_ | 0.40 | 0 |
| setup reg to reg | i_delay.delay_reg[106]$_DFFE_PP_ | 24.63 | 4 |
| hold reg to reg | i_delay.delay_reg[158]$_DFFE_PP_ | 0.40 | 0 |
through the flow:
stage	util	worst slack (ns)	cell area, um^2
6_report	0.582	19.42	13200
5_1_grt	0.582	19.18	13200
4_1_cts	0.582	19.37	13200
3_5_place_dp	0.531	18.80	12100
3_3_place_gp	0.531	18.94	12100
2_1_floorplan	-	13.52	11600
worst register-to-register path, cell delays in order (launching register included):
cell     delay, ns
dfxtp_1       0.31
inv_1         0.08
ha_4          0.65
buf_4         0.78
buf_4         0.76
cells in the final DEF, fill, tap and decap left out, types with 3 or more instances in the layout:
cell type / netlist / final
inv_1: 11 / 11
ha_1: 9 / 8
a21o_1: 28 / 28
buf_4: 0 / 7
and2_1: 31 / 31
clkinv_2: 0 / 6
nand2_1: 4 / 4
bufinv_16: 0 / 4
clkbuf_16: 0 / 38
clkdlybuf4s50_1: 0 / 5
xor2_1: 3 / 3
nor2_1: 5 / 5
clkbuf_1: 3 / 6
edfxtp_1: 358 / 358
clkinv_1: 0 / 6
o21ai_0: 6 / 6
power by group:
| part | total, mW | leakage [nW] | switching (mW) | internal, mW |
|---|---|---|---|---|
| Combinational | 0.0230 | 0.540 | 0.0164 | 0.00664 |
| Sequential | 0.614 | 2.68 | 0.00395 | 0.610 |
| Clock | 0.474 | 0.576 | 0.186 | 0.288 |
layer usage:
metal,up-vias,wire length [um],share of wire
met4,0,368,0.028
li1,1974,-,-
met2,135,5160,0.39
met5,-,0,0
met1,2107,6390,0.48
met3,32,1270,0.096
cell families (layout without fill, tap and decap cells):
| group | Yosys count | after routing | share of synthesized area |
|---|---|---|---|
| flip-flops | 359 | 359 | 0.927 |
| XOR/XNOR | 5 | 5 | 0.00377 |
| buffers and inverters | 17 | 85 | 0.00775 |
| AND/OR/NAND/NOR | 53 | 53 | 0.0267 |
| AND-OR/OR-AND | 41 | 41 | 0.0250 |
| adder cells (fa/ha/maj) | 9 | 9 | 0.00969 |
final cells by class:
type                            instances  area share
Sequential cell                       359       0.814
Inverter                               11     0.00312
Tap cell                              285      0.0270
Timing Repair Buffer                   12     0.00776
Clock inverter                         18      0.0149
Multi-Input combinational cell        108      0.0592
Clock buffer                           44      0.0736
Power figures rest on the tool's default switching activity, not on a simulated workload.
