### flow/run.sh
#!/bin/bash
# OpenROAD 26Q1-2900-gdf79404cd8, Yosys 0.63+post, stock flow scripts
make -C /OpenROAD-flow-scripts/flow DESIGN_CONFIG=/design/flow/config.mk WORK_HOME=/design/flow/orfs finish
### flow/design.v
module delay
# (
    parameter                           w_delay   = 32,
                                        max_delay = 1
)
(
    input                               clk,
    input                               bclk,
    input                               lrclk,
    input [$clog2(max_delay + 1) - 1:0] delay,
    input                               in,
    output logic                        out
);
    logic [$clog2(max_delay + 1) - 1:0] delay_buf;
    logic   [w_delay * max_delay - 1:0] delay_reg;
    logic                               lrclk_prev;
    logic                               bclk_prev;
    logic                               out_reg;
    logic                         [1:0] start;
    assign out = delay_buf ? delay_buf > max_delay ? 1'b0 : out_reg : in;
    always_ff @(posedge clk) begin
        bclk_prev <= bclk;
        if (bclk_prev && !bclk) begin       
            lrclk_prev <= lrclk;
            out_reg <= delay_reg[w_delay * delay_buf - 1];
            if (lrclk_prev ^ lrclk)         
                start <= 2'b1;
            else if (start == 2'b1)
                start <= start + 1'b1;      
            else
                start <= 2'b0;
        end
        else if (!bclk_prev && bclk) begin  
            delay_reg <= {delay_reg[w_delay * max_delay - 2:0], in};
            if (start == 2'd2)              
                delay_buf <= delay;
        end
    end
endmodule
module mixer
# (
    parameter                    w_mixer = 32
)
(
    input                        clk,
    input                        bclk,
    input                        lrclk,
    input                 [ 6:0] level,
    input                        in,
    output logic                 out,
    output logic [w_mixer - 1:0] out_p
);
    logic                 [10:0] mix;
    wire a, b, c, d, e;
    shift
    # (
        .max_shift   ( 3'd4     )
    )
    i_shift_1
    (
        .bclk        ( bclk     ),
        .clk         ( clk      ),
        .lrclk       ( lrclk    ),
        .shift       ( mix[5:3] ),
        .in          ( in       ),
        .out         ( a        )
    );
    shift
    # (
        .max_shift   ( 3'd5     )
    )
    i_shift_2
    (
        .bclk        ( bclk     ),
        .clk         ( clk      ),
        .lrclk       ( lrclk    ),
        .shift       ( mix[2:0] ),
        .in          ( in       ),
        .out         ( b        )
    );
    shift
    # (
        .max_shift   ( 3'd5     )
    )
    i_shift_3
    (
        .bclk        ( bclk     ),
        .clk         ( clk      ),
        .lrclk       ( lrclk    ),
        .shift       ( {1'b1, ~mix[10], ~mix[8]} ),
        .in          ( c        ),
        .out         ( d        )
    );
    delay
    # (
        .max_delay   ( 1'b1     )
    )
    i_delay
    (
        .bclk        ( bclk     ),
        .clk         ( clk      ),
        .lrclk       ( lrclk    ),
        .delay       ( 1'b1     ),
        .in          ( in       ),
        .out         ( c        )
    );
    sum
    # (
        .w_sum       ( w_mixer  )
    )
    i_sum_1
    (
        .bclk        ( bclk     ),
        .clk         ( clk      ),
        .lrclk       ( lrclk    ),
        .in_a        ( a        ),
        .in_b        ( b        ),
        .minus_a     ( 1'b0     ),
        .minus_b     ( mix[6]   ),
        .out         ( e        ),
        .out_p       (          )
    );
    sum
    # (
        .w_sum       ( w_mixer  )
    )
    i_sum_2
    (
        .bclk        ( bclk     ),
        .clk         ( clk      ),
        .lrclk       ( lrclk    ),
        .in_a        ( d        ),
        .in_b        ( e        ),
        .minus_a     ( mix[9]   ),
        .minus_b     ( mix[7]   ),
        .out         ( out      ),
        .out_p       ( out_p    )
    );
    table_mix i_table_mix (.level (level), .mix (mix));
endmodule
module table_mix
(
    input        [ 6:0] level,
    output logic [10:0] mix
);
    always_comb
        case (level)
         0: mix = 11'b10000000010;
         1: mix = 11'b00000000010;
         2: mix = 11'b11000000010;
         3: mix = 11'b11100000010;
         4: mix = 11'b10000000011;
         5: mix = 11'b00000000011;
         6: mix = 11'b11000000011;
         7: mix = 11'b00000000100;
         8: mix = 11'b00000000101;
         9: mix = 11'b00000001001;
        10: mix = 11'b00001000101;
        11: mix = 11'b00001000100;
        12: mix = 11'b11001000100;
        13: mix = 11'b00001000011;
        14: mix = 11'b11001000011;
        15: mix = 11'b11101000011;
        16: mix = 11'b10000001010;
        17: mix = 11'b00000001010;
        18: mix = 11'b11000001010;
        19: mix = 11'b11100001010;
        20: mix = 11'b10000001011;
        21: mix = 11'b00000001011;
        22: mix = 11'b11000001011;
        23: mix = 11'b00000001100;
        24: mix = 11'b00000001101;
        25: mix = 11'b00000010010;
        26: mix = 11'b00001001101;
        27: mix = 11'b00001001100;
        28: mix = 11'b11001001100;
        29: mix = 11'b00000010011;
        30: mix = 11'b11000010011;
        31: mix = 11'b00000010100;
        32: mix = 11'b00000010101;
        33: mix = 11'b00000011011;
        34: mix = 11'b00001010101;
        35: mix = 11'b00000011100;
        36: mix = 11'b00000011101;
        37: mix = 11'b00000100100;
        38: mix = 11'b00001011101;
        39: mix = 11'b00001011100;
        40: mix = 11'b00001100101;
        41: mix = 11'b00001010010;
        42: mix = 11'b00001101100;
        43: mix = 11'b00001010011;
        44: mix = 11'b00001101011;
        45: mix = 11'b00010100100;
        46: mix = 11'b00010011101;
        47: mix = 11'b00010011100;
        48: mix = 11'b00001101010;
        49: mix = 11'b00010011011;
        50: mix = 11'b00010010101;
        51: mix = 11'b00010010100;
        52: mix = 11'b10010010011;
        53: mix = 11'b00010010011;
        54: mix = 11'b10001100001;
        55: mix = 11'b00001100001;
        56: mix = 11'b00001101001;
        57: mix = 11'b00010010010;
        58: mix = 11'b00010001101;
        59: mix = 11'b00010001100;
        60: mix = 11'b10010001011;
        61: mix = 11'b00010001011;
        62: mix = 11'b11010001011;
        63: mix = 11'b10110001010;
        64: mix = 11'b10010001010;
        65: mix = 11'b00010001010;
        66: mix = 11'b11010001010;
        67: mix = 11'b10101011000;
        68: mix = 11'b10001011000;
        69: mix = 11'b00001011000;
        70: mix = 11'b10001100000;
        71: mix = 11'b00001100000;
        72: mix = 11'b00001101000;
        73: mix = 11'b00010001001;
        74: mix = 11'b00010000101;
        75: mix = 11'b00010000100;
        76: mix = 11'b10010000011;
        77: mix = 11'b00010000011;
        78: mix = 11'b11010000011;
        79: mix = 11'b10110000010;
        80: mix = 11'b10010000010;
        81: mix = 11'b00010000010;
        82: mix = 11'b11010000010;
        default: mix = 11'b0;
        endcase
endmodule
module shift
# (
    parameter                           max_shift = 7
)
(
    input                               clk,
    input                               bclk,
    input                               lrclk,
    input [$clog2(max_shift + 1) - 1:0] shift,
    input                               in,
    output logic                        out
);
    logic [$clog2(max_shift + 1) - 1:0] shift_buf;
    logic             [max_shift - 1:0] shift_reg;
    logic                               lrclk_prev;
    logic                               bclk_prev;
    logic                               out_reg;
    logic                         [1:0] start;
    assign out = (shift_buf > max_shift) ? 1'b0 :
                          (start == 2'd2 ? in : (shift_buf ? out_reg : in));
    always_ff @(posedge clk) begin
        bclk_prev <= bclk;
        if (bclk_prev && !bclk) begin          
            lrclk_prev <= lrclk;
            out_reg    <= shift_reg[shift_buf - 1];
            if (lrclk_prev ^ lrclk)            
                start  <= 2'b1;
            else if (start == 2'b1)
                start  <= start + 1'b1;        
            else
                start  <= 2'b0;
        end
        else if (!bclk_prev && bclk) begin     
            if (start == 2'd2) begin           
                shift_buf <= shift;
                shift_reg <= {max_shift{in}};  
            end
            else
                shift_reg <= {shift_reg[max_shift - 2:0], in};
        end
    end
endmodule
module sum
# (
    parameter                    w_sum = 32
)
(
    input                        clk,
    input                        bclk,
    input                        lrclk,
    input                        in_a,          
    input                        in_b,          
    input                        minus_a,       
    input                        minus_b,       
    output logic                 out,           
    output logic   [w_sum - 1:0] out_p          
);
    logic                        a;
    logic                        b;
    logic          [w_sum - 1:0] sum;           
    logic          [w_sum - 2:0] carry;         
    logic          [w_sum - 2:0] carry_ready;   
    logic  [$clog2(w_sum + 1):0] counter;
    logic                        lrclk_prev;
    logic                        bclk_prev;
    logic                        minus;
    assign a     = in_a ^ minus_a;
    assign b     = in_b ^ minus_b;
    assign minus = minus_a | minus_b;           
    always_ff @(posedge clk) begin
        bclk_prev <= bclk;
        if (bclk_prev && !bclk) begin           
            counter <= counter + 1'b1;
            if (counter < w_sum)
                out <= sum[w_sum - 1] ^ ((counter == w_sum - 1) ? minus : carry[w_sum - 2]);
            else if (counter == w_sum)
                out <= 1'b0;
            if (!counter) begin
                out_p <= sum ^ {carry[w_sum - 2:0], minus};
                carry_ready <= '0;
            end
        end
        else if (!bclk_prev && bclk) begin      
            lrclk_prev <= lrclk;
            if (lrclk_prev ^ lrclk)             
                counter <= '0;
            if (counter && (counter <= w_sum)) begin
                sum <= {sum[w_sum - 2:0], a ^ b};
                if (counter == w_sum)
                    carry <= {carry[w_sum - 3:0] | (carry_ready[w_sum - 3:0] & {w_sum - 2{minus}}), minus};
                else begin
                    carry_ready <= {carry_ready[w_sum - 3:0] & {w_sum - 2{a ^ b}}, a ^ b};
                    carry <= {carry[w_sum - 3:0] | (carry_ready[w_sum - 3:0] & {w_sum - 2{a & b}}), a & b};
                end
            end
        end
    end
endmodule
### flow/constraint.sdc
current_design mixer

set clk_period 7.2
set clk_io_pct 0.2

create_clock -name clk0 -period $clk_period [get_ports {clk}]

set non_clock_inputs [all_inputs -no_clocks]
set_input_delay [expr $clk_period * $clk_io_pct] -clock clk0 $non_clock_inputs
set_output_delay [expr $clk_period * $clk_io_pct] -clock clk0 [all_outputs]
### flow/config.mk
export PLATFORM = sky130hd
export DESIGN_NAME = mixer
export DESIGN_NICKNAME = mixer
export VERILOG_FILES = /design/flow/design.v
export SDC_FILE = /design/flow/constraint.sdc
export NUM_CORES = 4
export LEC_CHECK = 1
export CORE_UTILIZATION = 30
==> results.rst <==
Run summary
-----------

.. list-table::
   :header-rows: 1

   * - Metric
     - Value
   * - Worst Path Max Fanout
     - 31
   * - Overall chip area
     - 42780 um^2
   * - Post-detailed-route count of antenna-violating nets
     - 0
   * - TritonCTS clock tree
     - built
   * - First-pass iteration count of the detailed router
     - 6
   * - Synth Cell Area
     - 12590 um^2
   * - Leading registers by flop count
     - i_sum_1.sum: 32 flops, i_sum_2.out_p: 32 flops, i_sum_2.sum: 32 flops
   * - Half-perimeter wire length of the detailed placement result
     - 11690 um
   * - Area Overhead vs Synth
     - 16.35%
   * - Post-route DRC
     - 0
   * - Least-Margin Pin Slew
     - 0.8130 ns
   * - Main logic family after synthesis
     - simple AND/OR/NAND/NOR gates
   * - Post-synthesis share of cell area spent on full adders, half adders and majority gates
     - 2.684%
   * - WL per Instance
     - 14.02 um
   * - Warning count from the yosys run
     - 5
   * - Number of top-level design ports
     - 44
   * - Final cell count without fillers
     - 1444
   * - P_leak
     - 5.245 nW
   * - Post-route minimum period
     - 4.534 ns
   * - Antenna violations before repair
     - 0
   * - First-pass GRT wire length
     - 33110 um
   * - Core area
     - 41110 um^2
   * - Type of the setup path with the least slack
     - in -> reg
   * - Critical path capture point type
     - flop
   * - Buffers inserted during post-CTS setup optimization
     - 0
   * - Synth Area in XOR/XNOR
     - 3.688%
   * - Count of input and output buffers
     - 43
   * - Total wire length after detailed routing
     - 20240 um
   * - Vias
     - 6560
   * - Commonest register cell after synthesis
     - sky130_fd_sc_hd__edfxtp_1
   * - Tot GR Track Use
     - 10.24%
   * - Cell area reported after detailed placement
     - 13650 um^2
   * - # Cells Yosys
     - 833
   * - Clk pwr share
     - 40.6%
   * - Switching portion of total power
     - 21.69%
   * - Max Fclk
     - 220.5 MHz
   * - Clock latency at the later pin of the worst-skew pair
     - 0.57 ns
   * - Worst clock skew on the final layout
     - 0.01217 ns
   * - Internal
     - 0.002992 W
   * - Final period utilization
     - 62.98%
   * - Number of max-cap violations
     - 0
   * - Count of endpoints failing hold in the final timing report
     - 0
   * - Row count
     - 74
   * - H-Tree Depth
     - 1
   * - Delay of the slowest cell on the worst path
     - 0.67 ns
   * - Post-detailed-route via-to-cell ratio
     - 4.543
   * - Instance count after placement with tap cells included
     - 1387
   * - Result of the run
     - completed
   * - Cell accounting for the most synthesized area
     - sky130_fd_sc_hd__edfxtp_1
   * - Cell with the largest stage delay on the worst path
     - sky130_fd_sc_hd__clkdlybuf4s50_1
   * - Part of the power in registers
     - 53.1%
   * - Pwr/cell area
     - 260.8 nW/um^2
   * - Share of layout cells above drive strength 1
     - 8.662%
   * - Post-synth area from yosys stat
     - 12590 um^2
   * - Deepest clock path buffer count
     - 3
   * - Synthesized-area fraction occupied by and/or/nand/nor cells
     - 9.234%
   * - Number of enable flip-flop cells
     - 298
   * - Total number of warnings across the stage logs
     - 40
   * - Mean area per synthesized cell
     - 15.11 um^2
   * - Clock input transition at the sequential cells of the worst setup and hold paths
     - 0.06 ns
   * - Starting Density
     - 30.62%
   * - Power share of the combinational group
     - 6.2%
   * - Critical Path, Cell by Cell
     - clkdlybuf4s50_1 -> inv_1 -> ha_1 -> nor3b_1 -> o32a_1 -> o311a_1 -> xor2_1 -> ha_1 -> nor2_1 -> a31oi_4 -> buf_4 -> a21o_1
   * - Leading cell type in the layout, fill and taps excluded
     - sky130_fd_sc_hd__edfxtp_1
   * - Cell at the root of the clock tree
     - sky130_fd_sc_hd__clkbuf_16
   * - MUX share of area
     - 1.332%
   * - #FFs+latches synth
     - 299
   * - Final Wtd Congestion
     - 0.8583
   * - Worst endpoint data arrival time
     - 4.86 ns
   * - Setup tns final
     - 0 ns
   * - Total of hold buffers inserted after clock tree synthesis
     - 0
   * - Cell occurring most often along the worst timing path
     - sky130_fd_sc_hd__ha_1
   * - TritonCTS buffer count
     - 31
   * - N_diodes
     - 0
   * - Maximum number of pins on one net before global-route repair
     - 64
   * - Die y size
     - 206.8 um
   * - Netlist cell types
     - 65
   * - Final instance area
     - 14650 um^2
   * - Final setup violation count
     - 0
   * - First DRT Iteration DRCs
     - 468
   * - Register share after synthesis
     - 71.25%
   * - Number of global-route vias before repair
     - 6311
   * - Max-Slew Margin vs Limit
     - 45.03%
   * - Main area contributors after synthesis
     - sky130_fd_sc_hd__edfxtp_1, sky130_fd_sc_hd__and2_1, sky130_fd_sc_hd__a21o_1
   * - Switch Pwr
     - 0.0008284 W
   * - Overall power
     - 0.003820 W
   * - Maximum vdd drop
     - 0.1635 mV
   * - Commonest cells after routing, fill and taps aside
     - sky130_fd_sc_hd__edfxtp_1, sky130_fd_sc_hd__and2_1, sky130_fd_sc_hd__a21o_1
   * - Instance tally after logic synthesis
     - 833
   * - Critical path launch point type
     - primary input
   * - Die span in x
     - 206.8 um
   * - Class of the most critical hold timing path
     - reg -> reg
   * - Sum of overflow across all layers after global routing
     - 0
   * - Area fraction in compound gates
     - 9.045%
   * - Resized cells post-CTS
     - 0
   * - Portion of synthesized cell area occupied by the leading cell type
     - 71.09%
   * - Number of clock sinks seen by CTS
     - 299
   * - Worst endpoint required time
     - 7.52 ns
   * - Proportion of register bits with asynchronous set or reset after synthesis
     - 0%
   * - RSZ-0062 raised after global routing
     - no
   * - Slew Viols, Final
     - 0
[cells by family (layout without fill, tap and decap cells)]
| logic type | after synthesis | in the layout |
|---|---|---|
| and+or+nand+nor | 200 | 200 |
| xor gates and xnor gates | 53 | 53 |
| muxes | 14 | 14 |
| buffers and inverters | 78 | 157 |
| DFF | 299 | 299 |
| adders and majority gates | 27 | 27 |
| AOI/OAI and AO/OA | 162 | 162 |
[through the flow]
| stage | hold WS, ns | worst slack (ns) | util [%] |
|---|---|---|---|
| floorplan | 0.4003 | 1.471 | - |
| global placement | 0.4005 | 2.168 | 33.20 |
| detailed placement | 0.4045 | 2.088 | 33.20 |
| CTS | 0.4072 | 2.698 | 35.63 |
| global route | 0.4122 | 2.431 | 35.63 |
| finish | 0.4099 | 2.666 | 35.63 |
[Yosys cell counts (2+ instances only)]
| master | instances |
|---|---|
| sky130_fd_sc_hd__a2111oi_0 | 3 |
| sky130_fd_sc_hd__a211oi_1 | 3 |
| sky130_fd_sc_hd__a21o_1 | 59 |
| sky130_fd_sc_hd__a21oi_1 | 16 |
| sky130_fd_sc_hd__a221oi_1 | 2 |
| sky130_fd_sc_hd__a22oi_1 | 2 |
| sky130_fd_sc_hd__a31oi_1 | 3 |
| sky130_fd_sc_hd__and2_1 | 75 |
| sky130_fd_sc_hd__and3_1 | 4 |
| sky130_fd_sc_hd__and3b_1 | 5 |
| sky130_fd_sc_hd__buf_1 | 2 |
| sky130_fd_sc_hd__buf_2 | 9 |
| sky130_fd_sc_hd__buf_6 | 6 |
| sky130_fd_sc_hd__clkbuf_1 | 20 |
| sky130_fd_sc_hd__edfxtp_1 | 298 |
| sky130_fd_sc_hd__ha_1 | 27 |
| sky130_fd_sc_hd__inv_1 | 41 |
| sky130_fd_sc_hd__mux2_2 | 2 |
| sky130_fd_sc_hd__mux2i_1 | 10 |
| sky130_fd_sc_hd__mux4_2 | 2 |
| sky130_fd_sc_hd__nand2_1 | 29 |
| sky130_fd_sc_hd__nand2b_1 | 9 |
| sky130_fd_sc_hd__nand3_1 | 12 |
| sky130_fd_sc_hd__nand3b_1 | 3 |
| sky130_fd_sc_hd__nor2_1 | 23 |
| sky130_fd_sc_hd__nor2b_1 | 14 |
| sky130_fd_sc_hd__nor3_1 | 4 |
| sky130_fd_sc_hd__nor3b_1 | 5 |
| sky130_fd_sc_hd__nor4_1 | 3 |
| sky130_fd_sc_hd__nor4b_1 | 3 |
| sky130_fd_sc_hd__o2111ai_1 | 3 |
| sky130_fd_sc_hd__o211ai_1 | 4 |
| sky130_fd_sc_hd__o21a_1 | 3 |
| sky130_fd_sc_hd__o21ai_0 | 37 |
| sky130_fd_sc_hd__o22ai_1 | 4 |
| sky130_fd_sc_hd__o311a_1 | 2 |
| sky130_fd_sc_hd__o31a_1 | 3 |
| sky130_fd_sc_hd__o31ai_1 | 3 |
| sky130_fd_sc_hd__o32ai_1 | 2 |
| sky130_fd_sc_hd__or2_2 | 2 |
| sky130_fd_sc_hd__xnor2_1 | 13 |
| sky130_fd_sc_hd__xor2_1 | 40 |
[power groups by stage]
stage | clock network, W | registers, W | logic (W)
5_1_grt | 0.00167 | 0.00204 | 0.000266
6_report | 0.00155 | 0.00203 | 0.000237
4_1_cts | 0.00160 | 0.00203 | 0.000241
[path summary, 6_finish.rpt]
path	end	slack [ns]	cells after the start	start
min reg2reg	i_sum_1.sum[2]$_DFFE_PP_	0.41	0	i_sum_1.sum[1]$_DFFE_PP_
min	i_sum_1.sum[2]$_DFFE_PP_	0.41	0	i_sum_1.sum[1]$_DFFE_PP_
max reg2reg	i_sum_2.carry[27]$_DFFE_PP_	4.28	6	i_sum_2.counter[0]$_SDFFCE_PN0P_
max	i_sum_2.carry[25]$_DFFE_PP_	2.67	12	level[1]
[area by class of cell]
class                      count  area, um^2
timing repair buffer          59       550.5
clock buffer                  36       794.5
multi-input combinational    456        3308
inverter                      41       153.9
clock inverter                21       205.2
tap                          532       665.6
sequential                   299        8969
fill                        3860       26460
[per-layer routing]
metal	vias to the layer above	GRT usage, %	wire length, um
met5	-	0	0
met4	0	2.033	410
met3	34	3.736	1474
met2	182	14.00	8543
met1	3157	16.57	9811
li1	3187	-	-
[critical path, delay by kind of cell]
family                     cells  cell delay [ns]
xor gates and xnor gates       1             0.20
buffers and inverters          3             1.22
AOI/OAI and AO/OA              4             1.03
adders and majority gates      2             0.65
and+or+nand+nor                2             0.30
No activity file was given, so power comes from the tool's default toggle rates.
