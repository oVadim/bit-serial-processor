$ cat flow/config.mk
export PLATFORM = sky130hd
export DESIGN_NAME = summ
export DESIGN_NICKNAME = summ
export VERILOG_FILES = /design/flow/design.v
export SDC_FILE = /design/flow/constraint.sdc
export NUM_CORES = 4
export LEC_CHECK = 1
export CORE_UTILIZATION = 30
$ cat flow/constraint.sdc
current_design summ

set clk_period 7.4
set clk_io_pct 0.2

create_clock -name clk0 -period $clk_period [get_ports {clk}]

set non_clock_inputs [all_inputs -no_clocks]
set_input_delay [expr $clk_period * $clk_io_pct] -clock clk0 $non_clock_inputs
set_output_delay [expr $clk_period * $clk_io_pct] -clock clk0 [all_outputs]
$ cat flow/design.v
module summ
# (
    parameter                    w_sum = 32
)
(
    input                        clk,
    input                        bclk,
    input  [$clog2(w_sum) - 1:0] counter,
    input                        in_a,          
    input                        in_b,          
    output logic                 out            
);
    logic          [w_sum - 1:0] sum;           
    logic          [w_sum - 2:0] carry;         
    logic          [w_sum - 2:0] carry_ready;   
    logic                        lrclk_prev;
    logic                        bclk_prev;
    always_ff @(posedge clk) begin
        bclk_prev <= bclk;
        if (bclk_prev && !bclk) begin           
            if (counter < w_sum - 1)
                out <= sum[w_sum - 1] ^ ((counter == w_sum - 2) ? 1'b0 : carry[w_sum - 2]);
            else
                carry_ready <= '0;
        end
        else if (!bclk_prev && bclk) begin      
            sum <= {sum[w_sum - 2:0], in_a ^ in_b};
            if (counter == w_sum - 1)
                carry <= carry << 1;
            else begin
                carry_ready <= {carry_ready[w_sum - 3:0]
                                & {w_sum - 2{in_a ^ in_b}}, in_a ^ in_b};
                carry <= {carry[w_sum - 3:0] | (carry_ready[w_sum - 3:0]
                                & {w_sum - 2{in_a & in_b}}), in_a & in_b};
            end
        end
    end
endmodule
$ cat flow/run.sh
#!/bin/bash
# OpenROAD 26Q1-2900-gdf79404cd8, Yosys 0.63+post, stock flow scripts
make -C /OpenROAD-flow-scripts/flow DESIGN_CONFIG=/design/flow/config.mk WORK_HOME=/design/flow/orfs finish
==> results.json <==
{
  "outcome": "completed",
  "final_layout_top_logic_cell": "sky130_fd_sc_hd__edfxtp_1",
  "antenna_cells": 0,
  "yosys_warnings": 1,
  "tritoncts": "yes",
  "ys_cells": 174,
  "seqCellArea_um2": 2840,
  "ys_area_um2": 3420,
  "worstPathRequired_ps": 7380,
  "worstSetupPathType": "input port to flop",
  "top_cell_area_share": 0.826,
  "clock_path_buffers": 2,
  "cp-end-kind": "flop",
  "fin_setup_tns_ps": 0,
  "antenna_violations_before_repair": 0,
  "fp.dieArea_um2": 11800,
  "grt_remaining_overflow": 0,
  "yosys_register_bits": 95,
  "clk_pin_slew_worst_paths_ps": 60,
  "worst_clock_skew_ps": 5.76,
  "clock.fmax_mhz": 339,
  "fp_util": 0.311,
  "dr_wl_cell_um": 12.5,
  "vias_per_cell": 4.32,
  "ctsRootBufferMaster": "sky130_fd_sc_hd__clkbuf_16",
  "maximum_vdd_ir_drop_mv": 0.182,
  "drt_pass1_iterations": 4,
  "post-route-min-period_ps": 2950,
  "first_global_vias": 1418,
  "numCtsBuffers": 9,
  "first_iter_violations": 70,
  "drcViolationCount": 0,
  "synth_area_per_cell_um2": 19.6,
  "post-cts-setup-buffer-count": 0,
  "totalWireLength_um": 4210,
  "synth-seq-area-share": 0.832,
  "ctsHtreeMaxLevel": 3,
  "detailroute.via_count": 1450,
  "fill_cell_instance_count_of_the_final_layout": 988,
  "clk-insertion-delay-late_ps": 320,
  "maxCapViolations": 0,
  "design.core.area_um2": 11000,
  "setup_viol": 0,
  "fp-row-count": 38,
  "syn-cell-area_um2": 3420,
  "dieWidth_um": 109,
  "hold_class": "flop to flop",
  "place.port_buffers": 9,
  "track_usage": 0.0818,
  "stdcell_count": 336,
  "routabilityCongestion": 0.745,
  "cts-hold-fix-buffers": 0,
  "critical_path_peak_fanout": 30,
  "rsz_0062_raised_after_global_routing": "false",
  "final_min_period_over_clock_period": 0.398,
  "worstMarginPinSlew_ps": 848,
  "layout_stage_area_growth_over_the_synthesis_result_pct": 15.9,
  "slew_headroom": 0.433,
  "cp.arrival_ps": 2930,
  "post_cts.resized_instances": 0,
  "top_area_cell": "sky130_fd_sc_hd__edfxtp_1",
  "post_route_cells_drive_above_1_share": 0.107,
  "power.density_cell_area_nw_per_um2": 283,
  "pin_count": 10,
  "drtAntennaViolNets": 0,
  "final_cell_mix": "sky130_fd_sc_hd__edfxtp_1, sky130_fd_sc_hd__a21o_1, sky130_fd_sc_hd__and2_1",
  "grt_first_pass_wirelength_um": 7090,
  "syn-instance-count": 174,
  "post_synth_main_area_contributors": "sky130_fd_sc_hd__edfxtp_1, sky130_fd_sc_hd__a21o_1, sky130_fd_sc_hd__and2_1",
  "openroad.warnings": 26,
  "cp-start-kind": "input port",
  "dp_hpwl_um": 2020,
  "fp.dieH_um": 109,
  "cts_num_sinks": 95,
  "combGateArea_um2": 529,
  "p_leak_nw": 1.36,
  "grt_start_max_net_pins": 64,
  "netlist-cell-type-count": 19,
  "placed_cells_incl_taps": 320,
  "timing.final.hold_violations": 0,
  "total_count_of_max_transition_violations_in_the_final_report": 0
}
metal layers:
metal | global-route usage | up-vias | wire length [um]
met5 | 0 | - | 0
met4 | 0.00869 | 0 | 17
met3 | 0.0481 | 2 | 393
met2 | 0.103 | 46 | 1670
met1 | 0.135 | 712 | 2130
li1 | - | 690 | -
power by group:
group | total, mW | leakage, nW | switching [mW] | internal, mW
logic | 0.0426 | 0.345 | 0.0258 | 0.0168
registers | 0.633 | 0.869 | 0.00981 | 0.624
clock network | 0.446 | 0.144 | 0.174 | 0.271
layout make-up:
class,instances,area share
Sequential cell,95,0.718
Timing Repair Buffer,12,0.0284
Tap cell,140,0.0442
Inverter,2,0.00190
Multi-Input combinational cell,71,0.134
Clock inverter,3,0.0111
Clock buffer,13,0.0632
per-stage QoR:
step                      hold WS, ps  worst slack [ps]  utilization  instance area [um2]  total power, mW
after floorplan                   400              3010            -                 3420            0.672
after global placement            407              4130        0.334                 3670            0.687
after detailed placement          405              4090        0.334                 3670            0.688
after CTS                         421              4450        0.361                 3960             1.14
after global routing              429              4320        0.361                 3960             1.17
final                             418              4450        0.361                 3960             1.12
cells by family (layout without fill, tap and decap cells):
logic type	Yosys count	after routing	share of synthesized area
compound gates	33	33	0.0754
fa+ha+maj	3	3	0.0110
simple gates	34	34	0.0637
buf+inv	8	30	0.0157
flops	95	95	0.832
xor+xnor	1	1	0.00256
synthesized netlist by cell type (all sizes together):
| library cell | count |
|---|---|
| edfxtp | 94 |
| buf | 4 |
| inv | 2 |
| nor2b | 1 |
| xnor2 | 1 |
| a21boi | 2 |
| dfxtp | 1 |
| nor3 | 1 |
| o21ai | 1 |
| a21o | 30 |
| nor3b | 1 |
| ha | 3 |
| clkbuf | 2 |
| and2 | 29 |
| nand4 | 1 |
| and4 | 1 |
final timing paths:
| path | to | from | slack (ps) | cells past startpoint |
|---|---|---|---|---|
| max | carry_ready[8] | bclk | 4450 | 6 |
| min | sum[28] | sum[27] | 420 | 0 |
| max reg2reg | carry[23] | bclk_prev | 5850 | 3 |
| min reg2reg | sum[28] | sum[27] | 420 | 0 |
registers in the layout, summed over array words and instances (netlist names):
name         cells
carry           31
bclk_prev        1
carry_ready     30
out              1
sum             32
critical path, cell delays in order:
cell and delay (ps):
sky130_fd_sc_hd__clkdlybuf4s50_1 500, sky130_fd_sc_hd__inv_1 60, sky130_fd_sc_hd__ha_1 210, sky130_fd_sc_hd__a21boi_0 160, sky130_fd_sc_hd__nor3_2 130, sky130_fd_sc_hd__buf_4 370
Power figures rest on the tool's default switching activity, not on a simulated workload.
